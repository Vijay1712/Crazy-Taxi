`/design/flow/constraint.sdc`:
```
current_design Game_data

set clk_period 14.6
set clk_io_pct 0.2

create_clock -name clk0 -period $clk_period [get_ports {Clk}]

set non_clock_inputs [all_inputs -no_clocks]
set_input_delay [expr $clk_period * $clk_io_pct] -clock clk0 $non_clock_inputs
set_output_delay [expr $clk_period * $clk_io_pct] -clock clk0 [all_outputs]
```
`/design/flow/design.v`:
```
module Game_data
(
    input logic Clk, Reset_h, Read_h, Write_h, Chip_select_h,
    input logic [2:0] Address,  
    input logic [31:0] Write_data,
    output logic [31:0] Read_data,
    output logic [31:0] Export_data
);
    logic [31:0] registers [8];  
    logic [31:0] data_in;
    logic [2:0] address_next; 
    always_ff @(posedge Clk)
    begin
        if(Reset_h)
        begin
            for(int i = 0; i < 8; i++)
                registers[i] <= 32'd0;
        end
        registers[Address] <= (Chip_select_h & Write_h)? Write_data : registers[Address];
    end
    assign Read_data = (Chip_select_h & Read_h)? registers[Address] : 32'd0; 
    assign Export_data = registers[0];
endmodule
```
`/design/flow/run.sh`:
```
#!/bin/bash
# OpenROAD 26Q1-2900-gdf79404cd8, Yosys 0.63+post, stock flow scripts
make -C /OpenROAD-flow-scripts/flow DESIGN_CONFIG=/design/flow/config.mk WORK_HOME=/design/flow/orfs finish
```
`/design/flow/config.mk`:
```
export PLATFORM = sky130hd
export DESIGN_NAME = Game_data
export DESIGN_NICKNAME = Game_data
export VERILOG_FILES = /design/flow/design.v
export SDC_FILE = /design/flow/constraint.sdc
export NUM_CORES = 4
export LEC_CHECK = 1
export CORE_UTILIZATION = 30
```
==> flow_summary_export.csv <==
group,metric,value,unit
finish,mostFrequentLayoutCell,"nor2_1",
finish,largestRegisters,"registers: 256 flops",
grt,busiest_layer,"met2",
yosys,netlist_area,11900,um2
yosys,ys_seq_frac,0.649,
die,boundaryPins,104,
yosys,yosysUniqueCellTypes,28,
grt,grt_start_max_net_pins,48,
sta,final-hold-violation-count,0,
die,die_y,201,um
critical_path,cp.arrival,5.71,ns
die,coreArea,38800,um2
grt,grt_util_met1,0.221,
yosys,yosys_warnings,1,
critical_path,reg2reg_depth,4,
routing,first_iter_violations,390,
grt,grt_use_total,0.164,
min_path,hold_start,"registers[1][21]",
routing,antenna_cells,0,
min_path,hold_depth,4,
yosys,synth.area.mux_share,0.117,
routing,drtPass1Iterations,7,
routing,routedWlPerCell,20.1,um
routing,wl,31100,um
critical_path,r2r_end,"registers[1][6]",
job,max-cap-violations,0,
cts,ctsResizeCount,0,
sta,fin_tns_setup,0,ns
sta,fmax,0.116,GHz
die,rows,72,
yosys,yosysChipArea,11900,um2
grt,antenna_found_initial,0,
routing,via_per_inst,4.87,
grt,met3_usage,0.0889,
power_and_ir_drop,p_per_area,122,nW/um2
yosys,synthArstFlopShare,0,
cts,insertion_delay,0.52,ns
sta,layout_min_cycle_time,8.63,ns
yosys,ys_top_logic_family,"simple AND/OR/NAND/NOR gates",
finish,fin_cells,1546,
cts,cts_buffers,27,
grt,grt_pass1_wl,46900,um
cts,cts_max_level,1,
routing,num_vias,7536,
min_path,hold_class,"register to register",
finish,largest_reg_flops,256,
yosys,ys_cells,916,
critical_path,r2r_slack,12.65,ns
cts,cts_setup_buffers,0,
critical_path,r2r-start,"registers[0][6]",
sta,slew_viol_final,0,
placement,port_buffers,103,
sta,setup_viol,0,
grt,grt_pass1_vias,7693,
job,log.warning_count,25,
yosys,yosys.area_share.xor_xnor,0,
outcome,status,"finished, final reports clean",
critical_path,path_max_fanout,25,
yosys,synthAoiAreaFrac,0.0754,
finish,drive_gt1_frac,0.112,
finish,regMostFlops,"registers",
yosys,ys.flops,256,
cts,cts_tree,"built",
yosys,flop_cell,"edfxtp_1",
cts,cts-root-buf,"clkbuf_16",
power_and_ir_drop,leakage,5.11,nW
yosys,enable_flop_cells,256,
yosys,simple_gate_share,0.134,
placement,place_congestion,0.790,
power_and_ir_drop,ir_drop,0.108,mV
placement,placedCellCount,1499,
critical_path,path_class,"input pin to output pin",
critical_path,crit_path_end_kind,"output pin",
cts,clock-sinks,256,
critical_path,critPathLaunchType,"input pin",
sta,worst_slew_pin_slew,0.807,ns
cts,clockBufferDepth,3,
min_path,holdPathEnd,"registers[0][21]",
critical_path,cp.required,11.68,ns
die,fp.dieW,201,um
grt,grt_overflow_total,0,
sta,max_slew_margin,0.456,
sta,skew,0.00683,ns
cts,cts_hold_buffers,0,
routing,post-route-drc-count,0,
die,initCoreUtil,0.305,
yosys,adder_share,0,
grt,grtUsageMet2,0.250,
yosys,syn_area_per_cell,12.9,um2
routing,postRouteAntennaNets,0,
yosys,synthCells,916,
die,dieArea,40300,um2
finish,area_growth,20.6,%
cts,clk_pin_slew,0.06,ns
sta,rsz0062_at_grt,"no",
sta,finalClockPeriodUsage,0.591,
finish,lay_top_cells,"nor2_1 (299), edfxtp_1 (256), mux2i_1 (115)",
placement,dp_hpwl,19000,um
==> logic make-up after synthesis <==
group	Yosys count
simple gates	383
flops	256
mux	127
compound gates	86
buf+inv	64
==> metrics by stage <==
| stage | area, um2 | hold WS, ns | util | setup slack (ns) | total power, mW |
|---|---|---|---|---|---|
| after floorplan | 11900 | 0.840 | - | 7.57 | 1.02 |
| after global placement | 13500 | 0.964 | 0.347 | 5.99 | 1.10 |
| after detailed placement | 13500 | 0.983 | 0.347 | 5.96 | 1.10 |
| after CTS | 14300 | 0.998 | 0.368 | 5.96 | 1.76 |
| after global routing | 14300 | 1.04 | 0.368 | 5.77 | 1.80 |
| final | 14300 | 0.998 | 0.368 | 5.97 | 1.74 |
==> how the worst max path moves through the flow <==
stage	start	endpoint	slack, ns
after CTS	Address[1]	Read_data[1]	5.96
after global routing	Address[1]	Read_data[25]	5.77
final	Address[1]	Read_data[8]	5.97
==> metal layers <==
| layer | wire length (um) | share of wire | vias up |
|---|---|---|---|
| met5 | 0 | 0 | - |
| met4 | 378 | 0.012 | 0 |
| met3 | 3740 | 0.12 | 30 |
| met2 | 14700 | 0.47 | 356 |
| met1 | 12200 | 0.39 | 3617 |
| li1 | - | - | 3533 |
==> report_power, final <==
part           switching (mW)  total, mW  internal, mW
combinational           0.130      0.211        0.0811
clock                   0.269      0.658         0.390
sequential             0.0128      0.873         0.860
total                   0.411       1.74          1.33
==> synth_stat cells (3+ instances only) <==
cell | count | area share
buf_2 | 25 | 0.011
clkbuf_1 | 33 | 0.010
edfxtp_1 | 256 | 0.65
mux2_2 | 3 | 0.0028
mux2i_1 | 115 | 0.097
mux2i_4 | 3 | 0.0057
mux4_2 | 6 | 0.011
nand2_1 | 10 | 0.0032
nand2b_1 | 39 | 0.021
nand3_1 | 8 | 0.0034
nor2_1 | 299 | 0.095
nor2b_1 | 5 | 0.0026
nor3_1 | 17 | 0.0072
o22ai_1 | 52 | 0.027
o31ai_2 | 6 | 0.0063
o31ai_4 | 20 | 0.036
or2_2 | 3 | 0.0016
==> worst max-delay path, stage by stage <==
cell and delay, ns:
buf_2 0.48, buf_4 0.50, nand2_2 0.45, o22ai_1 0.64, nor2_1 0.11, nor2_1 0.11, clkdlybuf4s50_1 0.46
==> area by class of cell <==
cell class                 instances  area (um2)
fill                            3629       24500
sequential                       256        7690
multi-input combinational        596        3920
timing repair buffer             127        1200
clock buffer                      34         702
tap                              518         648
clock inverter                    13         134
inverter                           2        7.51
No activity file was given, so power comes from the tool's default toggle rates.
